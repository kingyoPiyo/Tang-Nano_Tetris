==> ./config.mk <==
export PLATFORM = sky130hd
export DESIGN_NAME = LCD_Controller
export DESIGN_NICKNAME = LCD_Controller
export VERILOG_FILES = /design/flow/design.v
export SDC_FILE = /design/flow/constraint.sdc
export NUM_CORES = 4
export LEC_CHECK = 1
export CORE_UTILIZATION = 50
==> ./constraint.sdc <==
current_design LCD_Controller

set clk_period 6.6
set clk_io_pct 0.2

create_clock -name clk0 -period $clk_period [get_ports {i_clk}]

set non_clock_inputs [all_inputs -no_clocks]
set_input_delay [expr $clk_period * $clk_io_pct] -clock clk0 $non_clock_inputs
set_output_delay [expr $clk_period * $clk_io_pct] -clock clk0 [all_outputs]
==> ./design.v <==
module LCD_Controller (
    input   wire            i_clk,
    input   wire            i_res_n,
    output  wire            o_clk,
    output  reg             o_hsync,
    output  reg             o_vsync,
    output  reg             o_de,
    output  reg     [15:0]  o_lcd_data,
    output  wire    [8:0]   o_block_addr,
    input   wire    [3:0]   i_block_data,
    output  wire    [4:0]   o_pos_x,
    output  wire    [4:0]   o_pos_y,
    input   wire            i_line_remove_pls,   
    input   wire            i_game_reset_pls     
    );
    localparam DispHPeriodTime  = 531;
    localparam DispWidth        = 480;
    localparam DispHBackPorch   = 43;
    localparam DispHFrontPorch  = 8;
    localparam DispHPulseWidth  = 1;
    localparam DispVPeriodTime  = 288;
    localparam DispHeight       = 272;
    localparam DispVBackPorch   = 12;
    localparam DispVFrontPorch  = 4;
    localparam DispVPulseWidth  = 10;
    reg [ 9:0]  r_hPeriodCnt;
    reg [ 8:0]  r_vPeriodCnt;
    always @(posedge i_clk or negedge i_res_n) begin
        if (~i_res_n) begin
            r_hPeriodCnt[9:0] <= 10'd0;
            r_vPeriodCnt[8:0] <= 9'd0;
        end else begin
            if (r_hPeriodCnt[9:0] == (DispHPeriodTime - 10'd1)) begin
                r_hPeriodCnt[9:0] <= 10'd0;
            end else begin
                r_hPeriodCnt[9:0] <= r_hPeriodCnt[9:0] + 10'd1;
            end
            if (r_hPeriodCnt[9:0] == (DispHPeriodTime - 10'd1)) begin
                if (r_vPeriodCnt[8:0] == (DispVPeriodTime - 9'd1)) begin
                    r_vPeriodCnt[8:0] <= 9'd0;
                end else begin
                    r_vPeriodCnt[8:0] <= r_vPeriodCnt[8:0] + 9'd1;
                end
            end
        end
    end
    reg         r_hInVisibleArea;
    reg         r_vInVisibleArea;
    always @(posedge i_clk or negedge i_res_n) begin
        if (~i_res_n) begin
            r_hInVisibleArea <= 1'd0;
            r_vInVisibleArea <= 1'd0;
        end else begin
            r_hInVisibleArea <= (r_hPeriodCnt[9:0] == DispHBackPorch)  ? 1'b1 :
                                (r_hPeriodCnt[9:0] == DispHBackPorch + DispWidth) ? 1'b0 : r_hInVisibleArea;
            r_vInVisibleArea <= (r_vPeriodCnt[8:0] == DispVBackPorch)  ? 1'b1 :
                                (r_vPeriodCnt[8:0] == DispVBackPorch + DispHeight) ? 1'b0 : r_vInVisibleArea;
        end
    end
    wire    w_field_area = (r_hPeriodCnt[9:0] >= 10'd101) && (r_hPeriodCnt[9:0] <= 10'd220) &&
                           (r_vPeriodCnt[8:0] >= 9'd40) && (r_vPeriodCnt[8:0] <= 9'd259);
    wire    w_field_area_delay = (r_hPeriodCnt[9:0] >= 10'd102) && (r_hPeriodCnt[9:0] <= 10'd221) &&
                           (r_vPeriodCnt[8:0] >= 9'd40) && (r_vPeriodCnt[8:0] <= 9'd259);
    reg     [4:0]   r_xcnt;
    reg     [4:0]   r_ycnt;
    reg     [3:0]   r_prcnt0;
    reg     [3:0]   r_prcnt1;
    always @(posedge i_clk or negedge i_res_n) begin
        if (~i_res_n) begin
            r_xcnt <= 5'd0;
            r_ycnt <= 5'd0;
            r_prcnt0 <= 4'd0;
            r_prcnt1 <= 4'd0;
        end else begin
            if (r_vPeriodCnt[8:0] == 9'd0) begin
                r_xcnt <= 5'd0;
                r_ycnt <= 5'd0;
                r_prcnt0 <= 4'd0;
                r_prcnt1 <= 4'd0;
            end
            if (w_field_area) begin
                if (r_prcnt0 == 4'd9) begin
                    r_prcnt0 <= 4'd0;
                    if (r_xcnt == 5'd11) begin
                        r_xcnt <= 5'd0;
                        if (r_prcnt1 == 4'd9) begin
                            r_prcnt1 <= 4'd0;
                            r_ycnt <= r_ycnt + 5'd1;
                        end else begin
                            r_prcnt1 <= r_prcnt1 + 4'd1;
                        end
                    end else begin
                        r_xcnt <= r_xcnt + 5'd1;
                    end
               end else begin
                   r_prcnt0 <= r_prcnt0 + 4'd1;
               end
            end
        end
    end
    reg     [3:0]   r_prcnt0_dly;
    reg     [3:0]   r_prcnt1_dly;
    always @(posedge i_clk or negedge i_res_n) begin
        if (~i_res_n) begin
            r_prcnt0_dly <= 4'd0;
            r_prcnt1_dly <= 4'd0;
        end else begin
            r_prcnt0_dly <= r_prcnt0;
            r_prcnt1_dly <= r_prcnt1;
        end
    end
    assign o_block_addr[8:0] = (r_ycnt[4:0] * 9'd12) + r_xcnt[4:0];
    assign o_pos_x = r_xcnt;
    assign o_pos_y = r_ycnt;
    wire    [15:0]  w_block_color_hi =  i_block_data == 4'd0 ? 16'b00000_000000_00000 :
                                        i_block_data == 4'd1 ? 16'b10111_101111_10111 :
                                        i_block_data == 4'd2 ? 16'b00000_111111_11111 :
                                        i_block_data == 4'd3 ? 16'b11111_111111_00000 :
                                        i_block_data == 4'd4 ? 16'b10010_110100_01010 :
                                        i_block_data == 4'd5 ? 16'b11111_000000_00000 :
                                        i_block_data == 4'd6 ? 16'b00000_011100_11000 :
                                        i_block_data == 4'd7 ? 16'b11111_110000_00000 :
                                        i_block_data == 4'd8 ? 16'b11111_011001_11001 :
                                        16'h0000;
    wire    [15:0]  w_block_color_mid = i_block_data == 4'd0 ? 16'b00000_000000_00000 :
                                        i_block_data == 4'd1 ? 16'b01011_010111_01011 :
                                        i_block_data == 4'd2 ? 16'b00000_011111_01111 :
                                        i_block_data == 4'd3 ? 16'b01111_011111_00000 :
                                        i_block_data == 4'd4 ? 16'b01001_011010_00101 :
                                        i_block_data == 4'd5 ? 16'b01111_000000_00000 :
                                        i_block_data == 4'd6 ? 16'b00000_001110_01100 :
                                        i_block_data == 4'd7 ? 16'b01111_011000_00000 :
                                        i_block_data == 4'd8 ? 16'b01111_001100_01100 :
                                        16'h0000;
    wire    [15:0]  w_block_color_low = i_block_data == 4'd0 ? 16'b00000_000000_00000 :
                                        i_block_data == 4'd1 ? 16'b00101_001011_00101 :
                                        i_block_data == 4'd2 ? 16'b00000_001111_00111 :
                                        i_block_data == 4'd3 ? 16'b00111_001111_00000 :
                                        i_block_data == 4'd4 ? 16'b00100_001101_00010 :
                                        i_block_data == 4'd5 ? 16'b00111_000000_00000 :
                                        i_block_data == 4'd6 ? 16'b00000_000111_00110 :
                                        i_block_data == 4'd7 ? 16'b00111_001100_00000 :
                                        i_block_data == 4'd8 ? 16'b00111_000110_00110 :
                                        16'h0000;
    wire    [1:0]   w_block_brightness = (r_prcnt0_dly <= 4'd8 && r_prcnt1_dly <= 4'd1) || 
                                         (r_prcnt0_dly <= 4'd1 && r_prcnt1_dly <= 4'd8) ||
                                         (r_prcnt0_dly == 4'd9 && r_prcnt1_dly == 4'd0) ||
                                         (r_prcnt0_dly == 4'd0 && r_prcnt1_dly == 4'd9) ? 2'd0 :
                                         (r_prcnt0_dly >= 4'd2 && r_prcnt0_dly <= 4'd7) &&
                                         (r_prcnt1_dly >= 4'd2 && r_prcnt1_dly <= 4'd7) ? 2'd1 : 2'd2;
    wire    [15:0]  w_block_color = w_block_brightness == 2'd0 ? w_block_color_hi :
                                    w_block_brightness == 2'd1 ? w_block_color_mid : w_block_color_low;
    reg     [3:0]   r_line_cnt_0001;     
    reg     [3:0]   r_line_cnt_0010;     
    reg     [3:0]   r_line_cnt_0100;     
    reg     [3:0]   r_line_cnt_1000;     
    always @(posedge i_clk or negedge i_res_n) begin
        if (~i_res_n) begin
            r_line_cnt_0001 <= 4'd0;
            r_line_cnt_0010 <= 4'd0;
            r_line_cnt_0100 <= 4'd0;
            r_line_cnt_1000 <= 4'd0;
        end else begin
            if (i_game_reset_pls) begin
                r_line_cnt_0001 <= 4'd0;
                r_line_cnt_0010 <= 4'd0;
                r_line_cnt_0100 <= 4'd0;
                r_line_cnt_1000 <= 4'd0;
            end else if (i_line_remove_pls) begin
                if (r_line_cnt_0001 != 4'd9) begin
                    r_line_cnt_0001 <= r_line_cnt_0001 + 4'd1;
                end else begin
                    r_line_cnt_0001 <= 4'd0;
                    if (r_line_cnt_0010 != 4'd9) begin
                        r_line_cnt_0010 <= r_line_cnt_0010 + 4'd1;
                    end else begin
                        r_line_cnt_0010 <= 4'd0;
                        if (r_line_cnt_0100 != 4'd9) begin
                            r_line_cnt_0100 <= r_line_cnt_0100 + 4'd1;
                        end else begin
                            r_line_cnt_0100 <= 4'd0;
                            if (r_line_cnt_1000 != 4'd9) begin
                                r_line_cnt_1000 <= r_line_cnt_1000 + 4'd1;
                            end else begin
                                r_line_cnt_1000 <= 4'd0;
                            end
                        end
                    end
                end
            end
        end
    end
    wire    [9:0]   w_hPeriodCnt2 = r_hPeriodCnt + 10'd1;    
    wire    [5:0]   w_char_font = w_hPeriodCnt2[9:4] == 6'd15 ? 6'd21 :  
                                  w_hPeriodCnt2[9:4] == 6'd16 ? 6'd18 :  
                                  w_hPeriodCnt2[9:4] == 6'd17 ? 6'd23 :  
                                  w_hPeriodCnt2[9:4] == 6'd18 ? 6'd14 :  
                                  w_hPeriodCnt2[9:4] == 6'd19 ? 6'd41 :  
                                  w_hPeriodCnt2[9:4] == 6'd20 ? r_line_cnt_1000 :
                                  w_hPeriodCnt2[9:4] == 6'd21 ? r_line_cnt_0100 :
                                  w_hPeriodCnt2[9:4] == 6'd22 ? r_line_cnt_0010 :
                                  r_line_cnt_0001;
    wire    [63:0]  w_char_data;
    char_rom char_rom (
        .i_clk ( i_clk ),
        .i_res_n ( i_res_n ),
        .i_addr ( w_char_font[5:0] ),
        .o_data ( w_char_data[63:0] )
    );
    wire w_char_en = (r_vPeriodCnt[8:4] == 5'd3  &&
                      r_hPeriodCnt[9:4] >= 6'd15 && r_hPeriodCnt[9:4] <= 6'd23);
    wire    [15:0]  w_char_lcd = ~w_char_en ? 16'h0000 : 
                                 w_char_data[{(3'd7 - r_vPeriodCnt[3:1]), (3'd7 - r_hPeriodCnt[3:1])}] ? 16'hFFFF :
                                 16'h0000;
    wire    [15:0]  w_lcd_data = w_field_area_delay ? w_block_color : w_char_lcd;
    always @(posedge i_clk or negedge i_res_n) begin
        if (~i_res_n) begin
            o_hsync     <= 1'b1;
            o_vsync     <= 1'b1;
            o_de        <= 1'b0;
            o_lcd_data  <= 16'd0;
        end else begin
            o_hsync     <= (r_hPeriodCnt[9:0] < DispHPulseWidth) ? 1'b0 : 1'b1;    
            o_vsync     <= (r_vPeriodCnt[8:0] < DispVPulseWidth) ? 1'b0 : 1'b1;    
            o_de        <= r_hInVisibleArea & r_vInVisibleArea;
            o_lcd_data  <= w_lcd_data;
        end
    end
    assign o_clk = i_clk;
endmodule
module char_rom (
    input   wire            i_clk,
    input   wire            i_res_n,
    input   wire    [ 5:0]  i_addr,
    output  reg     [63:0]  o_data
    ) ;
    always @(posedge i_clk or negedge i_res_n) begin
        if (~i_res_n) begin
            o_data <= 64'd0;
        end else begin
            case (i_addr[5:0])
                6'd0  : o_data <= 64'h708898A8C8887000;  
                6'd1  : o_data <= 64'h2060202020207000;  
                6'd2  : o_data <= 64'h708808102040F800;  
                6'd3  : o_data <= 64'hF810201008887000;  
                6'd4  : o_data <= 64'h10305090F8101000;  
                6'd5  : o_data <= 64'hF880F00808887000;  
                6'd6  : o_data <= 64'h304080F088887000;  
                6'd7  : o_data <= 64'hF808102040404000;  
                6'd8  : o_data <= 64'h7088887088887000;  
                6'd9  : o_data <= 64'h7088887808106000;  
                6'd10 : o_data <= 64'h70888888F8888800;  
                6'd11 : o_data <= 64'hF08888F08888F000;  
                6'd12 : o_data <= 64'h7088808080887000;  
                6'd13 : o_data <= 64'hE09088888890E000;  
                6'd14 : o_data <= 64'hF88080F08080F800;  
                6'd15 : o_data <= 64'hF88080F080808000;  
                6'd16 : o_data <= 64'h708880B888887800;  
                6'd17 : o_data <= 64'h888888F888888800;  
                6'd18 : o_data <= 64'h7020202020207000;  
                6'd19 : o_data <= 64'h3810101010906000;  
                6'd20 : o_data <= 64'h8890A0C0A0908800;  
                6'd21 : o_data <= 64'h808080808080F800;  
                6'd22 : o_data <= 64'h88D8A8A888888800;  
                6'd23 : o_data <= 64'h8888C8A898888800;  
                6'd24 : o_data <= 64'h7088888888887000;  
                6'd25 : o_data <= 64'hF08888F080808000;  
                6'd26 : o_data <= 64'h70888888A8906800;  
                6'd27 : o_data <= 64'hF08888F0A0908800;  
                6'd28 : o_data <= 64'h788080700808F000;  
                6'd29 : o_data <= 64'hF820202020202000;  
                6'd30 : o_data <= 64'h8888888888887000;  
                6'd31 : o_data <= 64'h8888888888502000;  
                6'd32 : o_data <= 64'h888888A8A8A85000;  
                6'd33 : o_data <= 64'h8888502050888800;  
                6'd34 : o_data <= 64'h8888502020202000;  
                6'd35 : o_data <= 64'hF80810204080F800;  
                6'd36 : o_data <= 64'h7040404040407000;  
                6'd37 : o_data <= 64'h8850F820F8202000;  
                6'd38 : o_data <= 64'h7010101010107000;  
                6'd39 : o_data <= 64'h2050880000000000;  
                6'd40 : o_data <= 64'h000000000000F800;  
                6'd41 : o_data <= 64'h0060600060600000;  
                6'd42 : o_data <= 64'h0000000000000000;  
                default : o_data <= 64'd0;
            endcase
        end
    end
endmodule
==> ./run.sh <==
#!/bin/bash
# OpenROAD 26Q1-2900-gdf79404cd8, Yosys 0.63+post, stock flow scripts
make -C /OpenROAD-flow-scripts/flow DESIGN_CONFIG=/design/flow/config.mk WORK_HOME=/design/flow/orfs finish
==> results.yml <==
# implementation run metrics
floorplanning:
  io_pins: 47
  dieHeight_microns: 127
  die-area_sq_um: 16200
  core_sq_um: 15300
  die-width_microns: 127
  rows: 45
  fp_util_pct: 51.4
synthesis:
  flop_cell: "dfrtp_1"
  ys_cells: 929
  area_leaders: "dfrtp_1 37%, ha_1 6.1%, nand2_1 5.6%"
  ys_chip_area_sq_um: 7840
  ys_ff: 117
  seq_area_frac_synth_pct: 37.4
  ys_types: 84
  edf_count: 0
  async_flop_share_pct: 100
  netlist.area_leader.share_pct: 36.7
  synthesis.area_sq_um: 7840
  netlist_instances: 929
  synth.avg_cell_area_sq_um: 8.44
  top_area_cell: "dfrtp_1"
  yosysWarnings: 2
power:
  p_leak_nw: 3.85
  power.density_nw_per_um2: 212
  max-vdd-ir-drop_mv: 0.222
cells_and_area:
  fillers: 1265
  final_layout_top_logic_cell: "nand2_1"
  syn_to_final_growth_pct: 15.8
  drive_gt1_share_pct: 7.85
  lay_top_cells: "117 x nand2_1, 115 x dfrtp_1, 88 x nor2_1"
place:
  hpwl_microns: 14100
  io_buffers: 46
  place.gp.congestion: 0.971
run:
  log.warning_count: 48
  drv_cap: 0
cts:
  clkTransAtPathRegs_ns: 0.05
  post_cts_resized: 0
  clk_latency_ns: 0.53
  ctsHoldBuffers: 0
  cts_tree: "yes"
  post_cts_buffers: 0
detailed_routing:
  post_drt_wl_per_cell_microns: 17.1
  ant_nets: 0
  vias: 7123
  drc: 0
  antenna_cells: 0
  drt-vias-per-instance: 6.04
  drtIter0Drc: 594
  drtPass1Iterations: 5
  drt-total-wl_microns: 20100
final_timing:
  rsz0062_at_grt: "false"
  whs_ns: 0.447
  fin_tns_setup_ns: 0
  slew_headroom_pct: 39.9
  timing.clock.skew_ns: 0.00870
  tightest_slew_ns: 0.899
  hold_violations: 0
  setup_viol: 0
  drv_slew: 0
global_route:
  grt_max_degree: 48
  antenna_found_initial: 0
  gr-usage-all-layers_pct: 26.7
  grt.overflow.total: 0
  grt_pass1_wl_microns: 33400
  grt_pass1_vias: 6547
worst_setup_path:
  crit_arrival_ns: 3.93
  cp.required_ns: 5.28
  reg2reg_slack_ns: 1.92
  start_kind: "clock port"
  crit_type: "clock port to output port"
  crit_start: "i_clk"
  reg2reg_from: "r_hPeriodCnt[1]"
  critical_path.max_fanout: 2
  crit_path_end_kind: "output port"
run_status:
  status: "finished, final reports clean"
hold_path:
  hp-class: "flip-flop to flip-flop"
  worstHoldStart: "r_prcnt1[2]"
stage by stage:
stage	cell area, sq um	cells	util, %	setup WS, ns	total power, W
final	9080	1179	59.5	1.35	0.00193
after global routing	9080	1179	59.5	1.34	0.00200
after CTS	9080	1179	59.5	1.34	0.00195
after detailed placement	8420	1144	55.2	1.61	0.000937
after global placement	8420	1144	55.2	1.61	0.000935
after floorplan	7840	929	-	1.88	0.000883
final cells by class:
class	count	area [sq um]	area share, %
Sequential cell	117	2930	32.3
Multi-Input combinational cell	729	4560	50.2
Clock inverter	11	128	1.41
Timing Repair Buffer	58	546	6.01
Clock buffer	25	546	6.01
Inverter	28	106	1.17
Tap cell	211	264	2.91
cells by family after synthesis:
group	Yosys count	share of synthesized area, %
flip-flops	117	37.4
adder cells (fa/ha/maj)	41	6.70
buffers and inverters	83	4.45
AND-OR/OR-AND	285	23.7
multiplexers	27	3.69
AND/OR/NAND/NOR	355	21.7
XOR/XNOR	21	2.35
path summary, 6_finish.rpt:
path | endpoint | cells past startpoint
min in group asynchronous | o_lcd_data[8] | 1
worst max-delay path | o_clk | 3
worst max register to register | char_rom.o_data[11] | 12
max in group asynchronous | char_rom.o_data[27] | 3
worst min register to register | r_prcnt1_dly[2] | 0
worst min-delay path | r_prcnt1_dly[2] | 0
cells in the mapped netlist (9+ instances only):
master / count
mux2i_1: 21
nand3_1: 35
o21ai_0: 83
inv_1: 26
nor2b_1: 10
a21o_1: 9
nand2b_1: 12
nor2_1: 88
dfrtp_1: 115
o22ai_1: 13
and2_1: 13
nor3_1: 24
nand2_1: 117
ha_1: 38
a21oi_1: 62
a31oi_1: 9
o211ai_1: 10
clkbuf_1: 36
xnor2_1: 16
critical path, stage by stage:
cell and delay [ns]:
clkbuf_16 0.12, clkbuf_16 0.13, clkdlybuf4s50_1 0.39
registers in the layout (all words and copies together), names as in the netlist, 4 cells and up:
register	count
r_vPeriodCnt	9
r_prcnt0_dly	4
char_rom.o_data	35
r_prcnt1_dly	4
r_prcnt0	4
r_line_cnt_0001	4
r_line_cnt_0100	4
r_xcnt	5
r_line_cnt_0010	4
o_lcd_data	16
r_line_cnt_1000	4
r_prcnt1	4
r_ycnt	5
r_hPeriodCnt	10
layer usage:
metal | vias up | global-route usage [%] | share of wire (%)
met2 | 238 | 41.8 | 47
met3 | 25 | 5.29 | 6.0
met1 | 3411 | 40.5 | 46
met5 | - | 0 | 0
met4 | 0 | 4.41 | 1.3
li1 | 3449 | - | -
power by group:
group          internal, W  total, W  switching [W]  leakage [nW]
Clock             0.000663   0.00101       0.000347         0.320
Combinational    0.0000520  0.000135      0.0000835          2.01
Sequential        0.000747  0.000782      0.0000346          1.51
Total              0.00146   0.00193       0.000465          3.85
No activity file was given, so power comes from the tool's default toggle rates.
